==> flow/design.v <==
`timescale 1ns / 1ps
module CLA_4bits(
    input clk,
    input enable,
    input [3:0] A,
    input [3:0] B,
    input Cin,
    output [4:0] Q
    );
    wire [3:0] G,P,S;
    wire[4:0] C;
    wire Cout;
    wire [4:0] Data;
    assign C[0] = Cin;
    assign P[0] = A[0] ^B[0];
    assign P[1] = A[1] ^B[1];
    assign P[2] = A[2] ^B[2];
    assign P[3] = A[3] ^B[3];
    assign G[0] = A[0] &B[0];
    assign G[1] = A[1] &B[1];
    assign G[2] = A[2] &B[2];
    assign G[3] = A[3] &B[3];
    assign C[1] = G[0] | (P[0]&C[0]);
    assign C[2] = G[1] | (P[1]&G[0]) | (P[1]&P[0]&C[0]);
    assign C[3] = G[2] | (G[1]&P[2]) | (P[2]&P[1]&G[0]) | (P[2]&P[1]&P[0]&C[0]);
    assign C[4] = G[3] | (P[3]&G[2]) | (P[3]&G[1]&P[2]) | (P[3]&P[2]&P[1]&G[0]) | (P[3]&P[2]&P[1]&P[0]&C[0]);
    assign Cout = C[4];
    assign S[0] = P[0] ^C[0];
    assign S[1] = P[1] ^( G[0] | (P[0]&C[0]));
    assign S[2] = P[2] ^( G[1] | (P[1]&G[0]) | (P[1]&P[0]&C[0]));
    assign S[3] = P[3] ^(G[2] | (G[1]&P[2]) | (P[2]&P[1]&G[0]) | (P[2]&P[1]&P[0]&C[0]));
    assign Data[3:0] = S;
    assign Data[4] = Cout;
    register_logic r(.clk(clk), .enable(enable),.Data(Data),.Q(Q));
endmodule
`timescale 1ns / 1ps
module register_logic(
    input clk,
    input enable,
    input [4:0] Data,
    output reg [4:0] Q
    );
    always @(posedge clk)
        if(enable)
            Q = Data;
endmodule
==> flow/run.sh <==
#!/bin/bash
# OpenROAD 26Q1-2900-gdf79404cd8, Yosys 0.63+post, stock flow scripts
make -C /OpenROAD-flow-scripts/flow DESIGN_CONFIG=/design/flow/config.mk WORK_HOME=/design/flow/orfs finish
==> flow/config.mk <==
export PLATFORM = sky130hd
export DESIGN_NAME = CLA_4bits
export DESIGN_NICKNAME = CLA_4bits
export VERILOG_FILES = /design/flow/design.v
export SDC_FILE = /design/flow/constraint.sdc
export NUM_CORES = 4
export LEC_CHECK = 1
export CORE_AREA = 10 10 70 70
export DIE_AREA = 0 0 80 80
==> flow/constraint.sdc <==
current_design CLA_4bits

set clk_period 4.5
set clk_io_pct 0.2

create_clock -name clk0 -period $clk_period [get_ports {clk}]

set non_clock_inputs [all_inputs -no_clocks]
set_input_delay [expr $clk_period * $clk_io_pct] -clock clk0 $non_clock_inputs
set_output_delay [expr $clk_period * $clk_io_pct] -clock clk0 [all_outputs]
==> notes.md <==
The flow run is done. Hold-critical path depth landed at 1. Per the OpenROAD floorplan log, the width of the die is 80 microns. Hold buffer count at CTS landed at 0. Number of vias per cell after detailed routing landed at 2.511. For this sky-water flow run, the detailed-routed wirelength per cell is reported as 7.489 microns. Total die size landed at 6400 sq um.

The first TritonRoute pass finished after 2 iterations. The detailed router used layers up to and including met4. Yosys reports a chip area of 336.6 sq um. STA classifies the critical path startpoint as an input port. Number of warnings issued by yosys landed at 1. After synthesis the cells add up to 336.6 sq um.

Sorting the synthesized cells by area gives the leading types as sky130_fd_sc_hd__edfxtp_1 (45%), sky130_fd_sc_hd__ha_1 (19%), sky130_fd_sc_hd__fa_1 (5.9%), sky130_fd_sc_hd__inv_1 (5.6%), sky130_fd_sc_hd__a21oi_2 (5.2%). VDD sags by at most 0.04447 mV. 0 antenna diodes ended up in the layout. The most common logic cells in the final layout are sky130_fd_sc_hd__clkdlybuf4s50_1 (15), sky130_fd_sc_hd__inv_1 (5), sky130_fd_sc_hd__ha_1 (5), sky130_fd_sc_hd__edfxtp_1 (5), sky130_fd_sc_hd__clkbuf_4 (3). Sequential area share after synthesis landed at 44.61%.

Top-level port count landed at 16. Power density over the cells landed at 271.9 nW/um^2. Overall fraction of global-route tracks in use landed at about 2%. Headroom to the max-slew limit came out at between 80% and 90%. Overall power landed at 155.2 uW. Die span in y landed at 80 microns.

Count of standard-cell rows landed at 21. Synthesized area per cell landed at between 10 and 15 sq um. The detailed router reports a met3 wire length of 114 microns.

Data required time at the worst endpoint landed at 4.49 ns. Post-cts gate resize count landed at 0. In this run the most critical hold path is launched from enable. The power report puts the leakage power at 0.2257 nW. The worst setup path is of the in2reg kind. The script parses the final routing iteration and logs DRC violations as 0. The run finished with clean final reports. The area fraction of the largest cell type after synthesis is 44.61%. Data arrival time of the critical path landed at 2.19 ns. Wires add up to 674 microns. The tree is rooted in a sky130_fd_sc_hd__clkbuf_4.

The cell type that accounts for the most area after synthesis is sky130_fd_sc_hd__edfxtp_1. Number of OpenROAD warnings landed at 26. STA shows the worst min-delay path finishing at r.Q[0]$_DFFE_PP_. Final RePlAce weighted congestion landed at 0.6660. Total cells reported by yosys after synthesis landed at 25. For the pin with the worst max-slew slack, the measured transition is 0.2178 ns. Entering global routing, the biggest net connects 6 pins. In this run the remaining antenna-violating nets after routing total 0.

Total number of vias landed at 226. Depth of the CTS H-tree landed at 1. Number of standard cells in the final layout excluding fillers landed at ~90.

Number of distinct library cell variants in the gate-level netlist after synthesis landed at 11. The library cell used most frequently in the layout, excluding fill and tap cells, is sky130_fd_sc_hd__clkdlybuf4s50_1. Number of flip-flops and latches in the synthesized netlist landed at 5.

Setup repair after global routing left no endpoint under its margin. In the synthesized netlist, the number of instances is 25. For this run, the share of the core covered by cells in the final layout is 16.70%. The clock net in this run drives a total of 5 sinks. The HPWL after detailed placement is 596.9 microns. CTS clock-pin slew for the worst setup and hold paths landed at 0.04 ns. Setup-violating endpoint count in the final report landed at 0. Counting I/O delays and the setup requirement, the final critical path takes 2.195 ns. The initial utilization of the core area, before any placement, comes to 9.853%. TritonCTS built the clock tree. Number of buffer cells added on primary ports landed at 15. Once the clock tree was built, the setup fixing pass inserted 0 buffers. Relative to the synthesized area, the layout overhead comes to 69.52%. The highest clock rate this design can be run at is 455.7 MHz. The worst setup path is captured at a register. The report counts max-capacitance violations totalling 0. The number of antenna violations at the first check in global routing is 0. Pins over their slew limit in the final report were tallied at 0. The detailed router reports a met2 wire length of 169 microns.

First-pass GRT wire length landed at 993 microns. Share of layout cells above drive strength 1 landed at between 10% and 20%. The register with the most flip-flops in the layout has 5 of them. For the final routed database, the setup TNS stands at 0 ns.

Met1 wire length landed at ~360 microns. The path class of the tightest hold or removal check is in2reg. The total area inside the core boundary comes to 3416 sq um. For this run the aggregate overflow at the end of global routing stands at 0.

The detailed router finished its first iteration with 11 violations. The report shows a maximum critical-path fanout of 3. Counting the buffers created by CTS gives 3.

Counting tap cells, the placed design contains a total of 86 instances. The final timing summary puts the cycle share of the worst path at 48.77%. Count of final hold-check violations landed at 0.

Number of global-route vias before repair landed at 241. Buffer levels on the longest clock path landed at 2.
kinds of logic after synthesis:
family                   share of synthesized area (%)
AND-OR/OR-AND                                    17.48
adder cells (fa/ha/maj)                          24.54
buffers and inverters                            5.577
flip-flops                                       44.61
XOR/XNOR                                         7.808
layout make-up:
type,count,area [sq um]
Fill cell,378,2845
Multi-Input combinational cell,15,167.7
Sequential cell,5,150.1
Timing Repair Buffer,15,150.1
Tap cell,46,57.56
Clock buffer,4,26.28
Inverter,5,18.77
critical path: stages:
cell and delay [ns]:
sky130_fd_sc_hd__clkdlybuf4s50_1 0.41, sky130_fd_sc_hd__ha_1 0.35, sky130_fd_sc_hd__a41oi_2 0.23, sky130_fd_sc_hd__o21ai_2 0.09, sky130_fd_sc_hd__a21o_2 0.21
report_power, final:
| part | internal (mW) | leakage [nW] | switching, mW | total (mW) |
|---|---|---|---|---|
| clock | 0.0335 | 0.0150 | 0.0173 | 0.0507 |
| combinational | 0.0281 | 0.162 | 0.0148 | 0.0428 |
| sequential | 0.0603 | 0.0489 | 0.00123 | 0.0616 |
cell usage after synthesis (all sizes together):
master  count
ha          5
inv         5
xnor2       2
xor2        1
a41oi       1
edfxtp      5
fa          1
o21ai       1
a21oi       2
a21o        2
worst max path at each step:
stage | slack [ns] | cells after the start | to | startpoint
final | 2.31 | 5 | r.Q[4]$_DFFE_PP_ | A[2]
after global routing | 2.25 | 5 | r.Q[4]$_DFFE_PP_ | A[2]
after CTS | 2.30 | 5 | r.Q[4]$_DFFE_PP_ | A[2]
layer usage:
layer / GRT usage [%] / vias to the layer above
met5: 0 / -
met4: 1.056 / 0
met3: 1.705 / 4
met2: 1.685 / 16
met1: 2.921 / 82
li1: - / 124
metrics by stage:
| step | area (sq um) | hold WS (ns) | setup WS, ns |
|---|---|---|---|
| 2_1_floorplan | 336.6 | 1.013 | 2.537 |
| 3_3_place_gp | 544.3 | 1.616 | 2.056 |
| 3_5_place_dp | 544.3 | 1.633 | 2.061 |
| 4_1_cts | 570.5 | 1.387 | 2.299 |
| 5_1_grt | 570.5 | 1.404 | 2.255 |
| 6_report | 570.5 | 1.387 | 2.306 |
No activity file was given, so power comes from the tool's default toggle rates.
