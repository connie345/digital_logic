`flow/config.mk`:
```
export PLATFORM = sky130hd
export DESIGN_NAME = bdcdecoder
export DESIGN_NICKNAME = bdcdecoder
export VERILOG_FILES = /design/flow/design.v
export SDC_FILE = /design/flow/constraint.sdc
export NUM_CORES = 4
export LEC_CHECK = 1
export CORE_AREA = 10 10 70 70
export DIE_AREA = 0 0 80 80
```
`flow/constraint.sdc`:
```
current_design bdcdecoder

set clk_period 1.0
set clk_io_pct 0.2

create_clock -name clk0 -period $clk_period

set non_clock_inputs [all_inputs -no_clocks]
set_input_delay [expr $clk_period * $clk_io_pct] -clock clk0 $non_clock_inputs
set_output_delay [expr $clk_period * $clk_io_pct] -clock clk0 [all_outputs]
```
`flow/design.v`:
```
`timescale 1ns / 1ps
module bdcdecoder(
    input i0,
    input i1,
    input i2,
    input i3,
    output a,
    output b,
    output c,
    output d,
    output e,
    output f,
    output g,
    output an0,
    output an1,
    output an2,
    output an3
    );
    not (not0, i0);
    not (not1, i1);
    not (not2, i2);
    not (not3, i3);
    and (a0, not0, i2);
    and (a1, i0,not1, not2);
    and (a2, not0, i1, i3);
    and (a3, not0, not1,not3);
    or (nota, a0, a1,a2,a3);
    not(a, nota);
   and (b0, not0, not1);
   and (b1, not1, not2);
   and (b2, not0, i2, i3);
   and (b3, not0, not2, not3); 
   or (notb, b0, b1, b2, b3);
   not(b, notb);
   and (c0, not0,i1);
   and (c1, not0, i3);
   and (c2, not2, not1);
   or (notc, c0,c1,c2);
   not (c, notc);
   and (d0, i0, not1, not2);
   and (d1, not0, not1, i2);
   and (d2, not0, not1, not3);
   and (d3, not0, i2, not3);
   and (d4, not0, i1, not2, i3);
   or (notd, d0,d1,d2,d3,d4);
   not(d, notd);
   and (e0, not1, not2, not3);
   and (e1, not0, i2, not3);
   or (note, e0, e1);
   not (e, note);
   and (f0, i0, not1, not2);
   and (f1, not0, i1, not2);
   and (f2, not0, i1, not3);
   and (f3, not0, not2, not3);
   or (notf, f0, f1, f2, f3);
   not(f, notf);
   and (g0, i0, not1, not2);
   and (g1, not0, i1, not2);
   and (g2, not0, not1, i2);
   and (g3, not0, i2, not3);
   or (notg, g0, g1, g2, g3);
   not(g, notg);
    reg an_0 = 0;
    reg an_1 = 1;
    reg an_2 = 1;
    reg an_3 = 1;
    assign an0 = an_0;
    assign an1 = an_1;
    assign an2 = an_2;
    assign an3 = an_3;
endmodule
```
`flow/run.sh`:
```
#!/bin/bash
# OpenROAD 26Q1-2900-gdf79404cd8, Yosys 0.63+post, stock flow scripts
make -C /OpenROAD-flow-scripts/flow DESIGN_CONFIG=/design/flow/config.mk WORK_HOME=/design/flow/orfs finish
```
==> qor.csv <==
stage,metric,value,unit
outcome,status,"complete, but fails checks",
outcome,failed_checks,setup timing,
logic_synthesis,xor_share,4.795,%
power_and_ir_drop,power_density,382.9,nW/um^2
final_timing,max_freq,875.0,MHz
worst_setup_path,worstSetupPathType,input pin to primary output,
final_timing,holdWs,0.7144,ns
layout,areaGrowthSynthToFinish,113.7,%
placed_design,io_buffer_count,11,
die,fp-utilization,5.348,%
die,fp.dieW,80,um
die,ios,15,
logic_synthesis,ys_sh_adder,0,%
power_and_ir_drop,p_int,0.09169,mW
logic_synthesis,top_area_share,16.44,%
die,dieArea,6400,um^2
die,num_rows,21,
final_timing,tns,-0.2698,ns
layout,fin_area,390.4,um^2
worst_setup_path,worstSetupStartpoint,i3,
worst_setup_path,critPathCaptureType,primary output,
final_timing,drv_slew,0,
grt,grt_pass1_vias,228,
logic_synthesis,netlist_area,182.7,um^2
logic_synthesis,largest_area_cell,buf_4,
logic_synthesis,synthTopCellsByArea,"buf_4, buf_6, nor2_1",
power_and_ir_drop,pwr-share-clk,0,%
worst_setup_path,slowest_stage,xor2_2,
routing,wire_per_inst,7.648,um
die,die_h,80,um
final_timing,setup_slack,-0.1429,ns
grt,busiest_layer,met2,
placed_design,dpl-instance-area,356.6,um^2
die,coreArea,3416,um^2
logic_synthesis,yosys-stat-area,182.7,um^2
worst_setup_path,required,0.80,ns
routing,firstDrtPassIters,3,
routing,via_count,243,
logic_synthesis,syn_area_per_cell,6.089,um^2
grt,met2_usage,3.612,%
layout,nClkBuffers,0,
logic_synthesis,ys_sh_mux,0,%
layout,ff_latch_area,0,um^2
min_path,hp-class,input pin to primary output,
worst_setup_path,path_buffers,4,
clock_tree,hold_buffers,0,
power_and_ir_drop,pwr-share-seq,0,%
logic_synthesis,simple_gate_share,23.97,%
grt,grt_max_degree,12,
power_and_ir_drop,power.switching,0.05780,mW
placed_design,place_congestion,0.7409,
grt,met1_usage,2.640,%
logic_synthesis,yosysWarnings,38,
grt,met3_usage,0.4545,%
logic_synthesis,syn_inst,30,
layout,utilization,11.43,%
layout,seq_cell_count,0,
worst_setup_path,crit_arrival,0.94,ns
power_and_ir_drop,vdd_ir_drop_max,0.05322,mV
routing,vias_per_cell,2.670,
logic_synthesis,compound_area_share,37.67,%
run,cap_violations,0,
final_timing,grt_setup_unrepaired,yes,
run,tool_warnings,34,
worst_setup_path,crit_cells,6,
logic_synthesis,yosysCellCount,30,
final_timing,fin_crit,1.143,ns
power_and_ir_drop,p_comb_share,100.0,%
worst_setup_path,critPathLaunchType,input pin,
worst_setup_path,crit_chain,buf_8 > buf_6 > xor2_2 > buf_4 > o211ai_1 > buf_2,
grt,grt_pass1_wl,1124,um
routing,antenna_cells,0,
worst_setup_path,timing.critical_path.to,d,
power_and_ir_drop,switching_share,38.66,%
routing,drt_wl_total,696,um
placed_design,dp_worst_setup_slack,-0.8900,ns
routing,drc,0,
logic_synthesis,logic_family,AND-OR/OR-AND gates,
layout,drive_above_1_share,60.00,%
logic_synthesis,ys_seq_share,0,%
grt,antenna_found_initial,0,
routing,ant_nets,0,
final_timing,hold_viol,0,
worst_setup_path,cp_max_fo,3,
worst_setup_path,max_stage_delay,0.14,ns
worst_setup_path,crit_family,buffers and inverters,
routing,drt_iter0_drc,5,
final_timing,post-route-period-util,114.3,%
logic_synthesis,ys_types,20,
grt,grt_use_total,2.056,%
power_and_ir_drop,p_leak,0.1717,nW
placed_design,dp_hpwl,561.3,um
grt,overflow,0,
final_timing,setup_violations,4,
[stage by stage]
stage / total power [mW] / cells
3_5_place_dp: 0.1441 / 89
5_1_grt: 0.1682 / 91
2_1_floorplan: 0.05953 / 32
6_report: 0.1495 / 91
4_1_cts: 0.1432 / 90
3_3_place_gp: 0.1454 / 89
[placed cells by master, fill, tap and decap left out]
cell      synthesis  layout
nor2b_4           0       1
a21oi_1           2       1
a211o_1           1       1
nor2_1            3       1
inv_1             2       2
clkbuf_2          0       1
buf_6             1       2
nor2_2            0       2
xor2_2            0       1
o32a_1            1       1
nand3_1           1       1
nor3_2            0       1
clkbuf_4          0       1
conb_1            2       4
o21ai_1           1       3
nand2_1           2       2
buf_2             1       6
buf_12            0       1
a21oi_2           0       1
o22a_2            1       1
buf_8             0       2
a22oi_1           1       1
and2_4            1       1
buf_4             4       6
o211ai_1          1       1
[routing by layer]
metal | part of all wire, % | wire (um)
met1 | 47 | 324
met2 | 43 | 302
met3 | 9.9 | 69
met4 | 0 | 0
met5 | 0 | 0
[power by group through the flow]
stage                 clock network (mW)  logic [mW]  registers, mW
after CTS                              0       0.143              0
after global routing                   0       0.168              0
final                                  0       0.149              0
[tightest hold or removal path: cells and delay by family]
kind | cells | cell delay [ns]
compound gates | 1 | 0.07
simple gates | 1 | 0.06
buf+inv | 2 | 0.18
[worst min path at each step]
stage | cells after the start | to | from | slack [ns]
CTS | 4 | b | i2 | 0.75
global route | 4 | b | i2 | 0.75
finish | 4 | b | i2 | 0.71
[cell type report]
cell class,count,area [um^2]
timing repair buffer,19,160.2
fill,402,3025
tap,46,57.56
inverter,2,7.507
multi-input combinational,24,165.2
[cells by family after synthesis]
kind of cell / count (synthesis)
AOI/OAI and AO/OA: 10
xor gates and xnor gates: 1
buffers and inverters: 8
other: 2
and+or+nand+nor: 9
[cells in the mapped netlist]
master / number
buf_4: 4
buf_2: 1
o32a_1: 1
o21ai_0: 2
o21ai_1: 1
a21oi_1: 2
buf_6: 1
o22a_2: 1
a22oi_1: 1
nor3_1: 1
and2_4: 1
nand2_1: 2
inv_1: 2
nand3_1: 1
nor2_1: 3
conb_1: 2
xor2_1: 1
o211ai_1: 1
a211o_1: 1
nor2b_1: 1
[what timing repair did]
action                                  in CTS  in global routing
endpoints found under the setup margin       7                  7
pin swaps                                    8                  4
gates resized                               55                  7
setup buffers                                1                  1
Power figures rest on the tool's default switching activity, not on a simulated workload.
