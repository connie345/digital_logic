$ cat flow/constraint.sdc
current_design time_multiplexing_main

set clk_period 2.1
set clk_io_pct 0.2

create_clock -name clk0 -period $clk_period [get_ports {clk}]

set non_clock_inputs [all_inputs -no_clocks]
set_input_delay [expr $clk_period * $clk_io_pct] -clock clk0 $non_clock_inputs
set_output_delay [expr $clk_period * $clk_io_pct] -clock clk0 [all_outputs]
$ cat flow/config.mk
export PLATFORM = sky130hd
export DESIGN_NAME = time_multiplexing_main
export DESIGN_NICKNAME = time_multiplexing_main
export VERILOG_FILES = /design/flow/design.v
export SDC_FILE = /design/flow/constraint.sdc
export NUM_CORES = 4
export LEC_CHECK = 1
export CORE_AREA = 10 10 112 112
export DIE_AREA = 0 0 122 122
$ cat flow/run.sh
#!/bin/bash
# OpenROAD 26Q1-2900-gdf79404cd8, Yosys 0.63+post, stock flow scripts
make -C /OpenROAD-flow-scripts/flow DESIGN_CONFIG=/design/flow/config.mk WORK_HOME=/design/flow/orfs finish
$ cat flow/design.v
`timescale 1ns / 1ps
module clk_div(
    input clk,
    input reset,
    output slow_clk
    );
    reg [15:0] COUNT;
        assign slow_clk = COUNT[15];
        always @(posedge clk)
        begin
        if(reset)
            COUNT = 0;
        else
            COUNT = COUNT + 1;
       end
endmodule
`timescale 1ns / 1ps
module hexto7segment(
    input[3:0] x,
    output reg [6:0] r
    );
    always @(*)
        case (x)
        4'b0000: r = 7'b0000001;
        4'b0001: r = 7'b1001111;
        4'b0010: r = 7'b0010010;
        4'b0011: r = 7'b0000110;
        4'b0100: r = 7'b1001100;
        4'b0101: r = 7'b0100100; 
        4'b0110: r = 7'b0100000;
        4'b0111: r = 7'b0001111;
        4'b1000: r = 7'b0000000;
        4'b1001: r = 7'b0000100;
        4'b1010: r = 7'b0001000;
        4'b1011: r = 7'b1100000;
        4'b1100: r = 7'b0110001;
        4'b1101: r = 7'b1000010;
        4'b1110: r = 7'b0110000;
        4'b1111: r = 7'b0111000;
     endcase
endmodule
`timescale 1ns / 1ps
module time_multiplexing_main(
    input clk,
    input reset,
    input [15:0] sw,
    output [3:0]an,
    output [6:0] sseg
    );
    wire [6:0] in0, in1, in2, in3;
    wire slow_clk;
    hexto7segment c1(.x(sw[3:0]), .r(in0));
    hexto7segment c2(.x(sw[7:4]), .r(in1));
    hexto7segment c3(.x(sw[11:8]), .r(in2));
    hexto7segment c4(.x(sw[15:12]), .r(in3));
    clk_div c5 (.clk(clk), .reset(reset), .slow_clk(slow_clk));
    time_mux_state_machine c6(
    .clk (slow_clk),
    .reset(reset),
    .in0(in0),
    .in1(in1),
    .in2(in2),
    .in3(in3),
    .an(an),
    .sseg(sseg));
endmodule
`timescale 1ns / 1ps
module time_mux_state_machine(
    input clk,
    input reset,
    input [6:0]in0,
    input [6:0]in1,
    input [6:0]in2,
    input [6:0]in3,
    output reg [3:0] an,
    output reg [6:0] sseg
    );
    reg [1:0] state;
    reg [1:0] next_state;
    always @ (*) begin
        case(state)
            2'b00: next_state = 2'b01;
            2'b01: next_state = 2'b10;
            2'b10: next_state = 2'b11;
            2'b11: next_state = 2'b00;
         endcase
     end
      always @ (*) begin
        case(state)
            2'b00: sseg = in0;
            2'b01: sseg = in1;
            2'b10: sseg = in2;
            2'b11: sseg = in3;
         endcase
     end
     always@ (*) begin
        case (state)
            2'b00: an = 4'b1110;
            2'b01: an = 4'b1101;
            2'b10: an = 4'b1011;
            2'b11: an = 4'b0111;
        endcase
     end
     always @(posedge clk or posedge reset) begin
        if(reset)
            state <= 2'b00;
        else
            state <= next_state;
        end
endmodule
==> out/results.txt <==
status - complete, but fails checks
failing checks - negative setup slack
Post-synth ARST share - 0.200
final worst-path cycle share - 1.04
routability cong. - 0.916
Cell Type Count - 47
Iteration-0 DRC Markers - 69
Psw - 275 uW
CTS tree - built
Logic pwr share - 0.417
WP data required - 1.68 ns
post-synth top area cell - ha_1
CP Max Fanout - 4
Dominant flop cell - dfxtp_1
pre-CTS setup slack - -0.977 ns
final-report setup violation count - 3
Root Buffer - clkbuf_8
layout cell share with drive strength beyond 1 - 0.418
maximum VDD drop - 0.000445 V
Buffers on Ports - 28
Yosys Chip Area - 0.00199 sq mm
H-tree depth - 1
total number of vias - 1967
Worst Setup Start Kind - input pin
syn_area_per_cell - 7.72 sq um
Log Warnings - 50
first drt pass iteration count - 4
Syn Std Cell Area - 0.00199 sq mm
wire per inst - 11.3 microns
largest net degree at the start of global routing - 14
Hold Path Depth - 1
internal power - 646 uW
vias in the first global route - 1858
Crit Path Category - in -> out
worst skew pair latency - 0.24 ns
CTS clk-pin slew, worst paths - 0.06 ns
worst hold path class - reg -> reg
Area growth syn-to-layout - 58.4%
worst relative slew slack - 0.696
Post-route DRC - 0
die extent in y - 122 microns
Die X-Extent - 122 microns
leakage - 0.00128 uW
CTS max path bufs - 2
initial antenna violation count - 0
Mapped Cells - 258
top cells by area - ha_1 (18%), dfxtp_1 (16%), nor2_1 (6.4%), mux2i_1 (4.0%), xnor2_1 (4.0%)
# hold bufs at CTS - 0
Num CTS Buffers - 3
critical path endpoint category - primary output
RSZ-0062 raised after global routing - true
Sw Share - 0.298
arrival time worst endpoint - 1.76 ns
Worst-Margin Slew - 0.456 ns
Fin. Hold Viols - 0
cells in synth_stat.txt - 258
Min Hold Slack - 0.498 ns
DP HPWL - 4.05 mm
Yosys warning count - 3
max cap viols - 0
post-layout min period - 2.18 ns
Clock Power Share - 0.240
sequential area share after synthesis - 0.212
R2R cell count - 5
Core Region - 0.0102 sq mm
chip area - 0.0149 sq mm
register share of total power - 0.343
Final Max Tran Viols - 0
DRT Wirelength - 5.23 mm
global route total overflow - 0
Vias per Instance - 4.27
flip-flops with a built-in enable - 0
GRT Total Usage - 0.0687
number of unconstrained endpoints - 8
Setup Skew - 0.00402 ns
Area leader share - 0.176
ys flops - 20
setup tns final - -0.143 ns
Filler Cell Count - 1005
final worst setup slack - -0.0768 ns
first-pass GRT wire length - 8.74 mm
Fmax achieved - 459 MHz
Pwr Density - 292 mW/mm^2
Rows - 37
Diodes inserted - 0
register pins left without a clock - 4
Core Util at FP - 0.195
Post-DRT Antenna Nets - 0
IO Count - 29
==> kinds of logic after synthesis <==
family | Yosys count | share of synthesized area
AND/OR/NAND/NOR | 94 | 0.235
multiplexers | 10 | 0.0553
buffers and inverters | 32 | 0.0754
adder cells (fa/ha/maj) | 28 | 0.176
XOR/XNOR | 12 | 0.0528
flip-flops | 20 | 0.212
AND-OR/OR-AND | 62 | 0.194
==> routing by layer <==
layer  GRT usage  wire, microns
met5           0              0
met4    0.000745              0
met3      0.0131            237
met2       0.109           2250
met1       0.100           2740
==> power by group through the flow <==
| stage | sequential (uW) | clock (uW) | combinational (uW) |
|---|---|---|---|
| 4_1_cts | 315 | 226 | 336 |
| 5_1_grt | 316 | 243 | 423 |
| 6_report | 315 | 221 | 384 |
==> placed cells by master (no fill, tap or decap), types with 4 or more instances in the layout <==
master	instances
a21oi_1	9
a21oi_2	6
buf_2	7
buf_4	35
buf_6	16
buf_8	6
clkbuf_2	4
clkdlybuf4s50_1	5
dfxtp_1	16
ha_1	11
ha_4	15
inv_1	8
inv_4	7
mux2i_1	5
nand2_1	17
nand3_1	6
nand4_1	5
nor2_1	34
nor3_1	6
o211ai_1	5
o21ai_0	9
o21ai_1	6
o22ai_1	5
xnor2_1	9
==> critical path, stage by stage <==
cell	delay, ns
buf_8	0.10
buf_4	0.14
ha_4	0.17
mux2i_1	0.18
o22ai_2	0.10
or4_4	0.53
buf_6	0.13
==> synth_stat cells (6+ instances only) <==
cell and count:
a21oi_1 15, clkbuf_1 7, dfxtp_1 16, ha_1 28, inv_1 16, mux2i_1 8
nand2_1 19, nand3_1 6, nor2_1 34, nor3_1 6, o21ai_0 15, o22ai_1 7
xnor2_1 9
==> worst paths after layout <==
check                           slack [ns]   startpoint            to
worst max-delay path                 -0.08        sw[5]       sseg[6]
worst min-delay path                  0.50  c5.COUNT[0]   c5.COUNT[0]
worst max register to register        0.66  c5.COUNT[0]  c5.COUNT[14]
worst min register to register        0.50  c5.COUNT[0]   c5.COUNT[0]
==> timing repair <==
item / in CTS / in global routing
endpoints found under the setup margin: 7 / 7
gates resized: 132 / 62
pin swaps: 27 / 19
setup buffers: 6 / 3
cloned: 1 / 0
==> stage by stage <==
stage / instances / util / instance area [sq um] / total power, uW
after floorplan: 258 / - / 1990 / 467
after global placement: 450 / 0.261 / 2680 / 616
after detailed placement: 450 / 0.261 / 2680 / 617
after CTS: 459 / 0.289 / 2950 / 878
after global routing: 461 / 0.308 / 3150 / 982
final: 461 / 0.308 / 3150 / 921
==> sequential cells by signal, indices dropped and copies added, names as in the netlist <==
register and flops:
c5.COUNT 16, c6.state 4
==> final cells by class <==
cell class,instances,area (sq um),area share
multi-input combinational,206,1730,0.549
timing repair buffer,78,696,0.221
sequential,20,422,0.134
tap,136,170,0.0539
inverter,18,92.6,0.0294
clock buffer,3,41.3,0.0131
Power figures rest on the tool's default switching activity, not on a simulated workload.
